## ./run.sh

```bash
#!/bin/bash
# OpenROAD 26Q1-2900-gdf79404cd8, Yosys 0.63+post, stock flow scripts
make -C /OpenROAD-flow-scripts/flow DESIGN_CONFIG=/design/flow/config.mk WORK_HOME=/design/flow/orfs finish
```

## ./config.mk

```make
export PLATFORM = sky130hd
export DESIGN_NAME = adder
export DESIGN_NICKNAME = adder
export VERILOG_FILES = /design/flow/design.v
export SDC_FILE = /design/flow/constraint.sdc
export NUM_CORES = 4
export LEC_CHECK = 1
export CORE_UTILIZATION = 50
```

## ./constraint.sdc

```tcl
current_design adder

set clk_period 5.1
set clk_io_pct 0.2

create_clock -name clk0 -period $clk_period [get_ports {clk}]

set non_clock_inputs [all_inputs -no_clocks]
set_input_delay [expr $clk_period * $clk_io_pct] -clock clk0 $non_clock_inputs
set_output_delay [expr $clk_period * $clk_io_pct] -clock clk0 [all_outputs]
```

## ./design.v

```verilog
module adder
(
    input wire KEY0,     
    input wire KEY1,     
    input wire clk,            
    input wire[7:0] sw7_0,     
    input wire[7:0] sw16_9,    
    output wire[6:0] HEX2,     
    output wire[6:0] HEX3,     
    output wire[6:0] HEX4,     
    output wire[6:0] HEX5,     
    output wire[6:0] HEX6,     
    output wire[6:0] HEX7,     
    output reg overflow        
);
reg rst;
reg add_r, add_rp;
wire add;
reg[7:0] sum;
reg[7:0] switches1;
reg[7:0] switches2;
always @(posedge clk)
begin
    rst <= ~KEY0;
    add_r <= KEY1;
    add_rp <= add_r;
    switches1 <= sw7_0;
    switches2 <= sw16_9;
end
assign add = (~add_r) & add_rp;
bin_to_7seg_converter hex2c(.bin(sum[3:0]),         .HEX(HEX2));
bin_to_7seg_converter hex3c(.bin(sum[7:4]),         .HEX(HEX3));
bin_to_7seg_converter hex4c(.bin(switches1[3:0]),   .HEX(HEX4));
bin_to_7seg_converter hex5c(.bin(switches1[7:4]),   .HEX(HEX5));
bin_to_7seg_converter hex6c(.bin(switches2[3:0]),   .HEX(HEX6));
bin_to_7seg_converter hex7c(.bin(switches2[7:4]),   .HEX(HEX7));
always @(posedge clk)
begin
    if (rst)
        {overflow, sum} <= 0;
    else if(add)
        {overflow, sum} <= switches1 + switches2;
end
endmodule
module bin_to_7seg_converter
(
    input   wire[3:0] bin,
    output  wire[6:0] HEX
);
assign HEX  =   (bin == 4'h0) ? 7'b1000000 :       
                (bin == 4'h1) ? 7'b1111001 :       
                (bin == 4'h2) ? 7'b0100100 :       
                (bin == 4'h3) ? 7'b0110000 :       
                (bin == 4'h4) ? 7'b0011001 :       
                (bin == 4'h5) ? 7'b0010010 :       
                (bin == 4'h6) ? 7'b0000010 :       
                (bin == 4'h7) ? 7'b1111000 :       
                (bin == 4'h8) ? 7'b0000000 :       
                (bin == 4'h9) ? 7'b0010000 :       
                (bin == 4'hA) ? 7'b0001000 :       
                (bin == 4'hB) ? 7'b0000011 :       
                (bin == 4'hC) ? 7'b1000110 :       
                (bin == 4'hD) ? 7'b0100001 :       
                (bin == 4'hE) ? 7'b0000110 :       
                (bin == 4'hF) ? 7'b0001110 :       
                7'b1111111;                        
endmodule
```

==> impl_metrics.py <==
# Auto-generated metrics
metrics = {
    "pwr": {
        "p_sw_mw": 0.155,
        "power.internal_mw": 0.405,
        "seq_power_share_pct": 47.5,
        "powerDensity_mw_per_mm2": 204,
        "p_leak_nw": 1.09,
        "finalPower_mw": 0.559,
        "peakVddDrop_mv": 0.148,
        "power_frac_clock_pct": 20.2,
        "p_comb_share_pct": 32.3,
        "switching_share_pct": 27.6,
    },
    "cts": {
        "clk_latency_ns": 0.26,
        "clockBufferDepth": 2,
        "h-tree-depth": 1,
        "path_clk_slew_ns": 0.09,
        "cts.repair.resized": 0,
        "cts_root_buffer": "clkbuf_8",
        "hold_buffers": 0,
        "cts_buffers": 3,
        "cts_tree": "yes",
        "post_cts_buffers": 0,
        "cts_sinks": 28,
    },
    "timing": {
        "maxSlewViolCount": 0,
        "max_clock_freq_ghz": 0.335,
        "skew_ns": 0.00659,
        "tightest_slew_ns": 0.640,
        "finalSetupViolCount": 0,
        "setup_tns_ns": 0,
        "finalCritPeriodShare_pct": 58.5,
        "finalCriticalPeriod_ns": 2.98,
        "rsz0062_at_grt": "false",
        "finalHoldViolations": 0,
        "slew_headroom_pct": 57.2,
    },
    "routing": {
        "wirelength_um": 4200,
        "ant_nets": 0,
        "first_pass_iters": 4,
        "post_drt_wl_per_cell_um": 10.9,
        "drt-initial-drc-count": 104,
        "num_vias": 2089,
        "vias_per_cell": 5.43,
        "drc_errors": 0,
        "antenna_cells": 0,
    },
    "setup_path": {
        "crit_start": "switches1[3]",
        "r2r-start": "switches1[0]",
        "critPathMaxFanout": 10,
        "worstPathRequired_ns": 4.08,
        "cp_data_arrival_time_ns": 1.96,
        "critPathSlowestCell": "dfxtp_1",
        "endpoint": "HEX4[0]",
        "cp-end-kind": "primary output",
        "critPathKind": "reg2out",
        "reg2regPathDepth": 7,
        "rr_endpoint": "sum[6]",
        "slowest_delay_ns": 0.52,
        "worstPathCellList": "nor2b_1 > or3b_1 > o21ai_0 > a22o_1 > clkdlybuf4s50_1",
        "rrSetupSlack_ns": 3.02,
        "cp-start-kind": "flip-flop",
    },
    "synth": {
        "synth-simple-area-share_pct": 23.9,
        "yosys_area_mm2": 0.00212,
        "mux_area_share_pct": 3.95,
        "aoi_share_pct": 30.6,
        "ys_cells": 296,
        "synthArstFlopShare_pct": 0,
        "ys_top_logic_family": "AND-OR/OR-AND gates",
        "flop_cell": "dfxtp_1",
        "ys_sh_adder_pct": 5.65,
        "synthCells": 296,
        "ys_types": 41,
        "avgSynthCellArea_um2": 7.18,
        "ys.flops": 28,
        "synthXorXnorAreaFrac_pct": 2.89,
        "netlist_area_mm2": 0.00212,
        "edf_count": 0,
        "synth-seq-area-share_pct": 26.4,
        "ys_warn_count": 1,
    },
    "place": {
        "portBuffers": 61,
        "dpl.hpwl_um": 3060,
        "place_congestion": 0.828,
    },
    "global_route": {
        "grt_pass1_vias": 1628,
        "grt_pass1_wl_um": 7000,
        "grtUsageTotal_pct": 19.9,
        "grt_max_degree": 15,
        "antenna_found_initial": 0,
        "overflow": 0,
    },
    "final_layout": {
        "final_layout_size_suffix_gt1_share_pct": 2.99,
        "syn2layout_area_growth_pct": 29.0,
        "final_util_pct": 68.0,
        "nFillCells": 370,
    },
    "die": {
        "die_area_mm2": 0.00451,
        "rows": 23,
        "pin_count": 62,
        "die_w_um": 67.2,
        "core_area_mm2": 0.00403,
        "initial_utilization_pct": 52.7,
        "die_height_um": 67.2,
    },
    "run": {
        "cap_violations": 0,
        "tool_warnings": 27,
    },
    "outcome": {
        "outcome": "completed",
    },
    "worst_hold_path": {
        "hold_depth": 0,
        "min-delay-path-class": "reg2reg",
    },
}
-- power by group through the flow --
stage | Combinational [mW] | Clock [mW] | Sequential, mW
5_1_grt | 0.205 | 0.130 | 0.271
4_1_cts | 0.182 | 0.119 | 0.265
6_report | 0.181 | 0.113 | 0.266
-- routing by layer --
layer	track usage, %	up-vias	wire, µm
met5	0	-	0
met2	29.3	44	1760
li1	-	1132	-
met3	1.37	2	134
met4	2.39	0	27
met1	33.3	911	2280
-- placed cells by master, fill, tap and decap left out, drive strengths merged, types with 8 or more instances in the layout --
master         instances
nor2                  30
ha                     8
dfxtp                 28
o21ai                 31
nor2b                 10
clkdlybuf4s50         61
nand3                  8
nand2                 31
nand2b                12
a21oi                 24
inv                   12
-- stage by stage --
step / hold slack, ns / cell area, µm² / setup WS, ns / instances
after floorplan: 0.344 / 2120 / 3.00 / 296
after global placement: 0.349 / 2700 / 2.44 / 382
after detailed placement: 0.356 / 2700 / 2.41 / 382
after CTS: 0.369 / 2740 / 2.10 / 385
after global routing: 0.389 / 2740 / 1.97 / 385
final: 0.368 / 2740 / 2.12 / 385
-- flip-flops by register name, indices dropped and copies added (netlist names) --
signal	count
switches2	8
rst	1
add_r	1
sum	8
add_rp	1
overflow	1
switches1	8
-- critical path: cells and delay by family (launching register included) --
kind	cells	cell delay [ns]
compound gates	2	0.24
simple gates	2	0.49
buf+inv	1	0.45
flops	1	0.52
-- worst min path at each step --
stage | from | to
6_report | add_r | add_rp
5_1_grt | add_r | add_rp
4_1_cts | add_r | add_rp
-- cells in the mapped netlist, types with 6 or more instances --
cell type	count	area share, %
dfxtp_1	28	26
clkbuf_1	22	3.9
xnor2_1	6	2.5
ha_1	8	4.7
nand2_1	31	5.5
nor2_1	30	5.3
a211oi_1	7	2.5
inv_1	12	2.1
nor2b_1	9	2.6
nand3_1	8	1.9
a21o_1	6	2.1
o21ai_0	31	7.3
nand2b_1	12	3.5
a21oi_1	24	5.7
-- layout make-up --
type | instances | area [µm²] | area share [%]
flip-flops and latches | 28 | 561 | 20.4
repair buffers | 61 | 611 | 22.3
well taps | 50 | 62.6 | 2.28
multi-input cells | 231 | 1420 | 51.8
inverters | 12 | 45.0 | 1.64
clock buffers | 3 | 41.3 | 1.51
-- cell families after synthesis --
kind of cell               after synthesis
and+or+nand+nor                        105
AOI/OAI and AO/OA                      102
buffers and inverters                   37
DFF                                     28
adders and majority gates                9
muxes                                    8
xor gates and xnor gates                 7
Power is estimated from default activity; no workload was simulated.
