`./run.sh`:
```
#!/bin/bash
# OpenROAD 26Q1-2900-gdf79404cd8, Yosys 0.63+post, stock flow scripts
make -C /OpenROAD-flow-scripts/flow DESIGN_CONFIG=/design/flow/config.mk WORK_HOME=/design/flow/orfs finish
```
`./config.mk`:
```
export PLATFORM = sky130hd
export DESIGN_NAME = clock
export DESIGN_NICKNAME = clock
export VERILOG_FILES = /design/flow/design.v
export SDC_FILE = /design/flow/constraint.sdc
export NUM_CORES = 4
export LEC_CHECK = 1
export CORE_UTILIZATION = 50
```
`./constraint.sdc`:
```
current_design clock

set clk_period 4.5
set clk_io_pct 0.2

create_clock -name clk0 -period $clk_period [get_ports {clk}]

set non_clock_inputs [all_inputs -no_clocks]
set_input_delay [expr $clk_period * $clk_io_pct] -clock clk0 $non_clock_inputs
set_output_delay [expr $clk_period * $clk_io_pct] -clock clk0 [all_outputs]
```
`./design.v`:
```
module clock
(
    input wire KEY0,             
    input wire KEY1,             
    input wire KEY2,             
    input wire KEY3,             
    input wire clk,                    
    output wire[6:0] sec_l_display,    
    output wire[6:0] sec_h_display,    
    output wire[6:0] min_l_display,    
    output wire[6:0] min_h_display,    
    output wire[6:0] hour_l_display,   
    output wire[6:0] hour_h_display    
);
localparam ticks_per_second = 50000000;  
reg rst;
wire chmode;
wire next;
wire incr;
reg mode;  
reg[25:0] counter;
wire carry_sec;
wire carry_min;
reg force_sec;
reg force_min;
reg force_hour;
reg[1:0] item;
always @(posedge clk) rst <= ~KEY0;
button chmode_button(.clk(clk), .signal(KEY1), .state(chmode));
button next_button(.clk(clk), .signal(KEY2), .state(next));
button incr_button(.clk(clk), .signal(KEY3), .state(incr));
two_digit_number#(2, 9, 3) hour_display(    .clk(clk),
                                            .rst(rst),
                                            .incr(force_hour | carry_min), 
                                            .high_display(hour_h_display), 
                                            .low_display(hour_l_display)); 
two_digit_number#(5, 9, 9) min_display(     .clk(clk),
                                            .rst(rst), 
                                            .incr(force_min | carry_sec), 
                                            .high_display(min_h_display), 
                                            .low_display(min_l_display),
                                            .next(carry_min)); 
two_digit_number#(5, 9, 9) sec_display(     .clk(clk),
                                            .rst(rst), 
                                            .incr(force_sec | (counter == ticks_per_second)),
                                            .high_display(sec_h_display), 
                                            .low_display(sec_l_display),
                                            .next(carry_sec));
always @(posedge clk)
begin
    if(rst)
        mode <= 0;
    else 
    begin
        mode <= chmode ^ mode;
        if(mode)
        begin
            force_sec <= incr & (item == 0);
            force_min <= incr & (item == 1);
            force_hour <= incr & (item == 2);
            item <= (item < 3) ? (item + next) : 0;
        end
        else if(counter > ticks_per_second)
            counter <= 0;
        else
            counter <= counter + 1;
    end
end
endmodule
module bin_to_7seg_converter
(
    input   wire[3:0] bin,
    output  wire[6:0] HEX
);
assign HEX  =   (bin == 4'h0) ? 7'b1000000 :       
                (bin == 4'h1) ? 7'b1111001 :       
                (bin == 4'h2) ? 7'b0100100 :       
                (bin == 4'h3) ? 7'b0110000 :       
                (bin == 4'h4) ? 7'b0011001 :       
                (bin == 4'h5) ? 7'b0010010 :       
                (bin == 4'h6) ? 7'b0000010 :       
                (bin == 4'h7) ? 7'b1111000 :       
                (bin == 4'h8) ? 7'b0000000 :       
                (bin == 4'h9) ? 7'b0010000 :       
                (bin == 4'hA) ? 7'b0001000 :       
                (bin == 4'hB) ? 7'b0000011 :       
                (bin == 4'hC) ? 7'b1000110 :       
                (bin == 4'hD) ? 7'b0100001 :       
                (bin == 4'hE) ? 7'b0000110 :       
                (bin == 4'hF) ? 7'b0001110 :       
                7'b1111111;                        
endmodule
module button
(
    input wire clk,
    input wire signal,
    output wire state
);
reg current_value;
reg previous_value;
assign state = (~current_value) & previous_value;
always @(posedge clk)
begin
    current_value <= signal;
    previous_value <= current_value;
end
endmodule
module two_digit_number
#(
    parameter HIGH_DIGIT_MAX_VALUE = 5,
    parameter LOW_DIGIT_MAX_VALUE = 9,
    parameter LAST_LOW_DIGIT_MAX_VALUE = 9
)
(
    input wire clk,
    input wire rst,
    input wire incr,
    output wire[7:0] high_display,
    output wire[7:0] low_display,
    output reg next
);
reg[3:0] high;
reg[3:0] low;
bin_to_7seg_converter high_converter(   .bin(high), .HEX(high_display)  );
bin_to_7seg_converter low_converter(    .bin(low),  .HEX(low_display)   );
always @(posedge clk)
begin
    if(rst)
        {high, low, next} <= 0;
    else if(incr)
    begin
        if((low == LAST_LOW_DIGIT_MAX_VALUE) & (high == HIGH_DIGIT_MAX_VALUE))
        begin
            next <= 1;
            {high, low} <= 0;
        end
        else
        begin
            high <= (low == LOW_DIGIT_MAX_VALUE) ? ((high < HIGH_DIGIT_MAX_VALUE) ? (high + 1) : 0) : high;
            low <= (low < LOW_DIGIT_MAX_VALUE) ? (low + 1) : 0;
        end
    end
    else
        next <= 0;
end
endmodule
```
==> metrics.yaml <==
run_status:
  result_of_the_run: "finished, final reports clean"
power_and_ir_drop:
  power.sequential.fraction_pct: 49.7
  power.ir.vdd_worst_mv: 0.2472
  comb_power_share_pct: 12.5
  p_int_mw: 1.065
  power_switching_uw: 342.6
  pwr_density_cell_nw_per_um2: 253.2
  total_power_mw: 1.408
  p_leak_nw: 1.986
  clockPowerShare_pct: 37.7
  swShare_pct: 24.34
logic_synthesis:
  synth.top_cells.by_area: "edfxtp_1 19%, dfxtp_1 14%, ha_1 8.0%, nor2_1 7.8%, o21ai_0 5.7%"
  yosys.cell_types.count: 61
  postSynthRegisterBits: 65
  sequential_share_of_the_synthesized_area_pct: 33.28
  dominantRegCellSynth: "dfxtp_1"
  synthMostInstantiatedCell: "nor2_1"
  post_synth_instance_area_um2: 4842
  post_synth_arst_share_pct: 0
  synth-edff-count: 31
  yosys.area.top_type_share_pct: 19.22
  synthesis.yosys.warnings: 14
  post-synth-top-area-cell: "edfxtp_1"
  yosys.stat.chipArea_um2: 4842
  top_cells_by_count: "100 x nor2_1, 55 x o21ai_0, 46 x a21oi_1"
  ys_cells: 616
  syn-instance-count: 616
  syn-mean-instance-area_um2: 7.861
global_routing:
  grt_start_max_net_pins: 27
  grt_pass1_wl_um: 16440
  grt_usage_pct: 20.15
  grt_antenna_before_repair: 0
  first_global_vias: 3701
  grt.overflow.total: 0
sta:
  final.period_utilization_pct: 73.18
  setup_tns_ns: 0
  timing.final.max_slew_violations: 0
  slew_headroom_pct: 45.16
  report.final.setup_viol: 0
  final.min_clock_period_ns: 3.293
  fmaxAchievable_mhz: 303.6
  rsz_0062_raised_after_global_routing: "no"
  timing.final.hold_violations: 0
  timing.clock.skew_ns: 0.01002
  worstMarginPinSlew_ns: 0.8225
cts:
  cts_inserted_buffers: 9
  worst_setup_hold_path_clk_slew_ns: 0.07
  root_buffer: "clkbuf_8"
  postCtsSetupRepairBufs: 0
  clk_latency_ns: 0.33
  ctsLongestPathBuffers: 2
  post_cts_resized: 0
  cts_tree: "done"
  cts-htree-levels: 3
  post_cts_hold_buffer_count: 0
  cts.sinks: 65
worst_setup_path:
  worstPathRequired_ns: 3.60
  critPathArrivalTime_ns: 2.39
  worst-path-max-fanout: 15
  timing.critical_path.from_type: "flop"
  worst_setup_path_end_kind: "output pin"
  timing_worst_setup_path_type: "flop to output pin"
route:
  detail_route.wl_per_cell_um: 12.42
  drc: 0
  via_count: 4293
  avgViaCountPerCell: 5.554
  remaining_antenna_violation_count: 0
  length_of_the_first_detailed_routing_pass_in_iterations: 4
  diodes: 0
  drt_iter0_markers: 210
  detail_route.wirelength_um: 9597
final_layout:
  drive_gt1_share_pct: 5.280
  areaGrowthSynthToFinish_pct: 14.83
placement:
  hpwlAfterDp_um: 6705
  numPortBuffers: 46
  gp_congestion: 0.8355
die:
  core_area_um2: 9328
  fp.dieArea_um2: 10080
  die.size.x_um: 100.4
  die_h_um: 100.4
  cell_rows: 35
  floorplan.core_util_pct: 51.91
  num_io_pins: 47
run:
  tool_warnings: 49
  cap_viol_max_count: 0
min_path:
  min-delay-path-class: "flop to flop"
-- routing by layer --
metal	global-route usage, %	routed length (um)	up-vias	share of wire [%]
met5	0	0	-	0
met4	2.007	87	0	0.91
met3	2.266	306	8	3.2
met2	29.61	4140	91	43
met1	34.48	5063	1943	53
li1	-	-	2251	-
-- sequential cells by signal, indices dropped and copies added, names as in the netlist, 2 cells and up --
signal and count:
counter 26, hour_display.high 4, hour_display.low 4, min_display.high 4
min_display.low 4, sec_display.high 4, sec_display.low 4, item 2
-- placed cells by master, fill, tap and decap left out, drive strengths merged, types with 13 or more instances in the layout --
master and n:
nand2 29, inv 39, dfxtp 34, nand3 18, nor3 22, a21oi 46, ha 31, nor2b 13
clkdlybuf4s50 46, xnor2 17, o21ai 56, nor2 100, edfxtp 31
-- cell type report --
class | count | area (um2)
clock buffers | 9 | 123.9
clock inverters | 7 | 93.84
fillers | 847 | 3767
inverters | 39 | 146.4
multi-input cells | 475 | 2940
flip-flops and latches | 65 | 1612
well taps | 129 | 161.4
repair buffers | 49 | 483.0
-- cells by family (layout without fill, tap and decap cells) --
family          Yosys count  count (layout)  share of synthesized area [%]
simple gates            238             238                          24.16
compound gates          168             168                          21.32
fa+ha+maj                31              31                          8.010
flops                    65              65                          33.28
mux                      10              10                          2.119
xor+xnor                 28              28                          5.064
buf+inv                  76             104                          6.046
-- through the flow --
step                area, um2  hold WS, ns  worst slack, ns  utilization (%)  instances
global placement         5343       0.3409            1.623            57.28        757
global route             5560       0.3649            1.013            59.61        773
CTS                      5560       0.3541            1.194            59.61        773
floorplan                4842       0.3314            1.894                -        616
detailed placement       5343       0.3449            1.565            57.28        757
finish                   5560       0.3517            1.207            59.61        773
-- final timing paths --
path                                        from                                    to  depth (start not counted)  slack (ns)
max              min_display.low[1]$_SDFFE_PP0N_                      min_l_display[3]                          7        1.21
max reg2reg            counter[11]$_SDFFCE_PN0P_      sec_display.high[2]$_SDFFE_PP0P_                          5        1.67
min reg2reg  chmode_button.current_value$_DFF_P_  chmode_button.previous_value$_DFF_P_                          0        0.35
min          chmode_button.current_value$_DFF_P_  chmode_button.previous_value$_DFF_P_                          0        0.35
-- power groups by stage --
stage | Combinational (mW) | Clock (mW) | Sequential [mW]
4_1_cts | 0.178 | 0.549 | 0.700
5_1_grt | 0.203 | 0.572 | 0.707
6_report | 0.176 | 0.531 | 0.700
-- worst max-delay path, cell delays in order (launching register included) --
cell and delay (ns):
dfxtp_1 0.40, inv_1 0.10, ha_1 0.35, or3_1 0.45, o21ai_0 0.09, nand2_1 0.06
o21ai_0 0.11, clkdlybuf4s50_1 0.50
Power figures rest on the tool's default switching activity, not on a simulated workload.
