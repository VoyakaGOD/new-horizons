[./run.sh]
#!/bin/bash
# OpenROAD 26Q1-2900-gdf79404cd8, Yosys 0.63+post, stock flow scripts
make -C /OpenROAD-flow-scripts/flow DESIGN_CONFIG=/design/flow/config.mk WORK_HOME=/design/flow/orfs finish
[./config.mk]
export PLATFORM = sky130hd
export DESIGN_NAME = isDiv3_16b
export DESIGN_NICKNAME = isDiv3_16b
export VERILOG_FILES = /design/flow/design.v
export SDC_FILE = /design/flow/constraint.sdc
export NUM_CORES = 4
export LEC_CHECK = 1
export CORE_AREA = 10 10 70 70
export DIE_AREA = 0 0 80 80
[./constraint.sdc]
current_design isDiv3_16b

set clk_period 9.0
set clk_io_pct 0.2

create_clock -name clk0 -period $clk_period

set non_clock_inputs [all_inputs -no_clocks]
set_input_delay [expr $clk_period * $clk_io_pct] -clock clk0 $non_clock_inputs
set_output_delay [expr $clk_period * $clk_io_pct] -clock clk0 [all_outputs]
[./design.v]
module isDiv3_16b
(
    input   wire[15:0]   number,
    output  wire         divisible
);
wire [4:0] equivalent;
assign equivalent = 9   + number[0] - number[1] 
                        + number[2] - number[3] 
                        + number[4] - number[5] 
                        + number[6] - number[7] 
                        + number[8] - number[9] 
                        + number[10] - number[11] 
                        + number[12] - number[13] 
                        + number[14] - number[15];
isDiv3_5b internal
(
    .number(equivalent),
    .divisible(divisible)
);
endmodule
module isDiv3_5b
(
    input   wire[4:0]   number,
    output  wire        divisible
);
wire [2:0] equivalent;
assign equivalent = 3 + number[0] - number[1] + number[2] - number[3] + number[4];
isDiv3_3b internal
(
    .number(equivalent),
    .divisible(divisible)
);
endmodule
module isDiv3_3b
(
    input   wire[2:0]   number,
    output  wire        divisible
);
assign divisible = ((number == 3'd3) | (number == 3'd6)) ? 1'b1 : 1'b0;
endmodule
==> changes_impl.md <==
## Implementation

* Post-CTS setup buffer count at 0
* CP cell instances: clkdlybuf4s50_1 -> inv_1 -> fa_1 -> inv_1 -> fa_1 -> fa_1 -> inv_1 -> fa_1 -> fa_2 -> inv_1 -> fa_1 -> inv_2 -> ha_4 -> fa_1 -> inv_1 -> ha_1 -> inv_1 -> fa_2 -> nor2_1 -> clkbuf_2
* Sw Ratio at 47.1%
* Max VDD drop at 103 uV
* Post-DR vias/cell at 3.01
* Min Tclk post-route at 8.72 ns
* Commonest Layout Cell: inv_1
* Arrival time at the worst endpoint at 6.92 ns
* Slowest CP cell: fa_1
* Fin crit share at 96.9%
* Post-synthesis cell count at 49
* Commonest non-fill, non-tap cells in the layout: inv_1, clkdlybuf4s50_1, fa_1
* Vias in the first global route at 312
* Initial antenna violation count at 0
* Hold-fix buffers, CTS at 0
* Syn Area/Cell at 9.55 sq um
* Chip Area, Yosys at 468 sq um
* Buffers on Ports at 17
* First-pass GRT wire length at 1310 um
* Combinational share of power at 100.0%
* Dpl hpwl at 794 um
* Largest net degree at the start of global routing at 4
* Max-slew violation count at 0
* Sequential element share of the synthesized area at 0%
* OpenROAD warning count at 32
* Synth warn at 0
* Pre-CTS setup slack at -0.191 ns
* DRT iter0 DRCs at 12
* Setup ws final at 0.283 ns
* GR Overflow Total at 0
* Critical Path Sink Type: output port
* Worst-path fanout max at 2
* RD Place Congestion at 0.731
* Outcome: complete, no violations
* Internal Power at 145 uW
* Crit-path leading delay family: adder cells
* Pleak at 0.000346 uW
* Synth-to-layout area growth at 51.3%
* Clock power share at 0%
* Max-area cell share at 51.3%
* Cell taking the most area after synthesis: fa_1
* Die Area at 6400 sq um
* Count of final setup violators at 0
* Pwr Density at 388 nW/um^2
* Fp util at 13.7%
* Vias at 337
* Sw power at 129 uW
* IO Pins at 17
* Yosys cell count at 49
* RSZ-0062 raised after global routing: false
* Synth area leaders: fa_1, ha_1, inv_1
* Fillers at 382
* Max-slew headroom at 84.7%
* Antenna Diode Count at 0
* Sequential Power Share at 0%
* Die width at 80 um
* Cell row count at 21
* Antenna Nets Post-Route at 0
* DR WL/cell at 6.96 um
* Register area at 0 sq um
* Max Fclk at 115 MHz
* Core area at 3420 sq um
* Worst hold path type: in -> out
* GRT Overall Usage at 2.36%
* Worst hold slack at 4.99 ns
* Delay of the slowest critical-path stage at 0.54 ns
* Worst-Margin Slew at 0.227 ns
* Worst Path Buf+Inv at 9
* Die y size at 80 um
* Detailed-route wire length at 779 um
* # DRC at 0
* Critical path required time at 7.20 ns
* Netlist Area Pre-Place at 468 sq um
* Layout cells sized above 1 at 9.09%
* Fin. Hold Viols at 0
* CP Class: in -> out
* Worst setup SP type: primary input
* Distinct lib cells at 9
* Max-Cap Viols at 0
* Seq_cells at 0
* Clkbuf count at 0
* TritonRoute pass-1 iters at 2
-- stage by stage --
stage	instances	total power [uW]	cell area [sq um]	utilization, %	TNS, ns
floorplan	49	184	468	-	0
global placement	112	292	696	20.4	-0.164
detailed placement	112	296	696	20.4	-0.191
CTS	112	277	697	20.4	0
global route	112	342	708	20.7	0
finish	112	274	708	20.7	0
-- cells in the mapped netlist --
| cell | number |
|---|---|
| inv_1 | 22 |
| xor2_1 | 3 |
| fa_1 | 12 |
| ha_1 | 7 |
| a21o_1 | 1 |
| o21ai_0 | 1 |
| nor2_1 | 1 |
| a21oi_2 | 1 |
| nor2b_1 | 1 |
-- area by class of cell --
type               count  area (sq um)  area share, %
well taps             46          57.6           8.13
repair buffers        17           165           23.3
multi-input cells     27           403           56.9
inverters             22          82.6           11.7
-- metal layers --
layer	global-route usage, %	up-vias	routed length, um
li1	-	169	-
met5	0	-	0
met1	3.36	160	338
met2	3.69	8	372
met3	0.682	0	68
met4	0	0	0
-- power groups by stage --
stage,Clock (uW),Sequential (uW),Combinational (uW)
CTS,0,0,277
global route,0,0,342
finish,0,0,274
-- kinds of logic (layout without fill, tap and decap cells) --
kind of cell	count (synthesis)	after routing	synth area share, %
xor gates and xnor gates	3	3	5.62
and+or+nand+nor	2	2	2.14
AOI/OAI and AO/OA	3	3	4.55
buffers and inverters	22	39	17.6
adders and majority gates	19	19	70.1
-- path summary, 6_finish.rpt --
path	start	endpoint	slack, ns	depth (start not counted)
min	number[3]	divisible	4.99	10
max	number[9]	divisible	0.28	20
-- repair_timing --
item,in CTS,in global routing
pin swaps,4,4
resized,2,5
endpoints found under the setup margin,1,1
No activity file was given, so power comes from the tool's default toggle rates.
